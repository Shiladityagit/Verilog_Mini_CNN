**flow/config.mk**
```make
export PLATFORM = sky130hd
export DESIGN_NAME = maxpool_2x2
export DESIGN_NICKNAME = maxpool_2x2
export VERILOG_FILES = /design/flow/design.v
export SDC_FILE = /design/flow/constraint.sdc
export NUM_CORES = 4
export LEC_CHECK = 1
export CORE_UTILIZATION = 30
```
**flow/run.sh**
```bash
#!/bin/bash
# OpenROAD 26Q1-2900-gdf79404cd8, Yosys 0.63+post, stock flow scripts
make -C /OpenROAD-flow-scripts/flow DESIGN_CONFIG=/design/flow/config.mk WORK_HOME=/design/flow/orfs finish
```
**flow/constraint.sdc**
```tcl
current_design maxpool_2x2

set clk_period 9.7
set clk_io_pct 0.2

create_clock -name clk0 -period $clk_period

set non_clock_inputs [all_inputs -no_clocks]
set_input_delay [expr $clk_period * $clk_io_pct] -clock clk0 $non_clock_inputs
set_output_delay [expr $clk_period * $clk_io_pct] -clock clk0 [all_outputs]
```
**flow/design.v**
```verilog
module maxpool_2x2 (
    input  [15:0] d0, d1, d2, d3,
    output [15:0] out
);
    wire [15:0] max0 = (d0 > d1) ? d0 : d1;
    wire [15:0] max1 = (d2 > d3) ? d2 : d3;
    assign out = (max0 > max1) ? max0 : max1;
endmodule
```
==> results.toml <==
# flow metrics
[status]
status = "finished clean"

[route]
route.antenna.diode_count = 0
via_count = 1740
vias_per_cell = 4.65
routed.top_layer = "met3"
wl_met2_um = 1930
ant_nets = 0
first_pass_iters = 4
drt_wl_total_um = 4270
drt-initial-drc-count = 47
dr_wl_met3_um = 250
wl_per_cell_um = 11.4
m1WireLength_um = 2090
route.detailed.drc = 0

[critical_path]
cp-start-kind = "primary input"
worstPathArrival_ns = 7.15
crit_family = "AND-OR/OR-AND gates"
crit_type = "primary input to primary output"
path_cells = "clkdlybuf4s50_1 > inv_1 > ha_1 > nand4_2 > nor4_1 > a21boi_0 > o41a_1 > buf_4 > mux2i_1 > inv_1 > ha_1 > a21o_1 > a21o_1 > a21oi_1 > a211oi_1 > o31ai_4 > buf_4 > mux2i_1 > clkdlybuf4s50_1"
critPathCaptureType = "primary output"
cp.required_ns = 7.76
cp_slowest_cell = "o31ai_4"
cp_slowest_stage_delay_ns = 0.51
cp_num_buf_inv = 6
crit_fanout = 9

[min_path]
hold_end = "out[12]"
hp-start = "d3[12]"
whs_path_depth = 4
hold_class = "primary input to primary output"

[grt]
overflow = 0
grt_pass1_vias = 1682
antenna_found_initial = 0
track_usage_pct = 14.0
grt_max_degree = 10
grt_pass1_wl_um = 7170

[final_layout]
clockBufferCount = 0
drive_gt1_share_pct = 2.98
finalNonFillerCells = 374
ff_count = 0
fin_util_pct = 47.2
fill_cells = 544
final_cell_area_um2 = 2660
syn_to_final_growth_pct = 47.9
flop_area_um2 = 0

[synthesis]
postSynthSeqShare_pct = 0
ys_area_um2 = 1800
top_cell_area_share_pct = 33.4
yosysTopAreaCell = "ha_1"
syn_inst = 223
yosys-top-cells-count = "inv_1 (49), ha_1 (48), mux2i_1 (48)"
synth_cell_type_count = 31
syn_avg_cell_area_um2 = 8.07
synth_dominant_cell_count = "inv_1"
topCellsByArea = "ha_1 (33%), mux2i_1 (27%), inv_1 (10%)"
yosysWarningCount = 0
ys_cells = 223
synth_area_um2 = 1800

[floorplanning]
row_count = 27
core_area_um2 = 5640
core_util_floorplan_pct = 31.9
dieArea_um2 = 6320
io_pins = 80
die_x_um = 79.5
die_y_um = 79.5

[sta]
relSlewSlack_pct = 60.6
worst_pin_slew_ns = 0.590
slew_violations = 0
fmax_mhz = 110
finalClockPeriodUsage_pct = 93.7
min_period_ns = 9.09
final-hold-violation-count = 0
setup-tns-final_ns = 0
rsz0062_at_grt = "no"
setup_viol = 0

[place]
numPlacedInstances = 374
placed_area_um2 = 2660
io_buffers = 80
hpwl_um = 3910
place.gp.congestion = 0.830

[power_and_ir_drop]
switchingPower_uw = 74.0
sequentialPowerShare_pct = 0
pwr-share-comb_pct = 100.0
leakage_uw = 0.00138
p_per_area_nw_per_um2 = 67.4
p_clk_share_pct = 0
p_sw_share_pct = 41.2
intPower_uw = 106
peakVddDrop_mv = 0.0444

[cts]
postCtsSetupBuffers = 0
ctsResizeCount = 0
postCtsHoldBufs = 0

[run]
cap_violations = 0
warnings = 32
==> logic make-up (layout without fill, tap and decap cells) <==
kind of cell | Yosys count | in the layout | share of synthesized area [%]
compound gates | 36 | 36 | 14.9
fa+ha+maj | 48 | 48 | 33.4
buf+inv | 53 | 132 | 13.0
mux | 48 | 48 | 26.7
simple gates | 38 | 38 | 12.1
==> metrics by stage <==
| step | setup slack [ns] | hold WS [ns] | power (µW) |
|---|---|---|---|
| after global routing | 0.276 | 5.03 | 203 |
| after detailed placement | 0.590 | 4.97 | 180 |
| after floorplan | 2.49 | 4.01 | 102 |
| after global placement | 0.824 | 4.99 | 181 |
| final | 0.613 | 4.97 | 180 |
| after CTS | 0.570 | 4.98 | 182 |
==> worst max-delay path by stage <==
stage	from	to	slack [ns]	cells after the start
6_report	d1[15]	out[10]	0.61	19
4_1_cts	d1[15]	out[8]	0.57	19
5_1_grt	d1[15]	out[15]	0.28	19
==> per-layer routing <==
metal	vias to the layer above	global-route usage, %
met2	49	24.5
met4	0	0
met1	732	19.9
met3	0	1.04
met5	-	0
li1	959	-
==> worst min-delay path, stage by stage <==
cell             delay, ns
clkdlybuf4s50_1       0.41
mux2i_1               0.17
mux2i_1               0.10
clkdlybuf4s50_1       0.40
==> layout make-up <==
| class | instances | area, µm² | share of cell area (%) |
|---|---|---|---|
| Inverter | 49 | 184 | 6.90 |
| Multi-Input combinational cell | 170 | 1570 | 58.8 |
| Tap cell | 72 | 90.1 | 3.38 |
| Timing Repair Buffer | 83 | 823 | 30.9 |
==> power groups by stage <==
| stage | clock network [µW] | registers, µW | logic [µW] |
|---|---|---|---|
| 4_1_cts | 0 | 0 | 182 |
| 5_1_grt | 0 | 0 | 203 |
| 6_report | 0 | 0 | 180 |
==> cells in the final DEF, fill, tap and decap left out, types with 2 or more instances in the layout <==
cell / netlist / routed
a211oi_1: 2 / 2
buf_4: 1 / 3
a21o_1: 5 / 5
nand4_2: 2 / 2
ha_1: 48 / 48
inv_1: 49 / 49
clkdlybuf4s50_1: 0 / 80
nor3_1: 3 / 3
nand2_1: 10 / 10
and2_1: 2 / 2
nor2b_1: 4 / 4
nor2_1: 4 / 4
a21oi_1: 15 / 15
nand4_1: 7 / 7
o21ai_0: 6 / 6
mux2i_1: 48 / 48
Power is estimated from default activity; no workload was simulated.
