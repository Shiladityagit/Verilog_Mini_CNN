**flow/design.v**
```verilog
`timescale 1ns / 1ps
module conv(
    input clk,
    input reset,
    input [7:0] pxl_in,   
    output [15:0] reg_00, output [15:0] reg_01, output [15:0] reg_02, output [15:0] sr_0,
    output [15:0] reg_10, output [15:0] reg_11, output [15:0] reg_12, output [15:0] sr_1,
    output [15:0] reg_20, output [15:0] reg_21, output [15:0] reg_22,
    output [15:0] pxl_out,
    output valid
);
    parameter N = 5;   
    parameter M = 5;   
    parameter K = 3;   
    wire [15:0] w00, w01, w02, w10, w11, w12, w20, w21, w22;
    parameter kernel_00 = 1, kernel_01 = 2, kernel_02 = 1;
    parameter kernel_10 = 0, kernel_11 = 0, kernel_12 = 0;
    parameter kernel_20 = 1, kernel_21 = 2, kernel_22 = 1;
    mac m00(pxl_in, kernel_00, 0, w00);
    register r00(clk, reset, w00, reg_00);
    mac m01(pxl_in, kernel_01, reg_00, w01);
    register r01(clk, reset, w01, reg_01);
    mac m02(pxl_in, kernel_02, reg_01, w02);
    register r02(clk, reset, w02, reg_02);
    shift s0(clk, reg_02, sr_0);
    mac m10(pxl_in, kernel_10, sr_0, w10);
    register r10(clk, reset, w10, reg_10);
    mac m11(pxl_in, kernel_11, reg_10, w11);
    register r11(clk, reset, w11, reg_11);
    mac m12(pxl_in, kernel_12, reg_11, w12);
    register r12(clk, reset, w12, reg_12);
    shift s1(clk, reg_12, sr_1);
    mac m20(pxl_in, kernel_20, sr_1, w20);
    register r20(clk, reset, w20, reg_20);
    mac m21(pxl_in, kernel_21, reg_20, w21);
    register r21(clk, reset, w21, reg_21);
    mac m22(pxl_in, kernel_22, reg_21, w22);
    register r22(clk, reset, w22, reg_22);
    assign pxl_out = reg_22;
    reg [8:0] counter = 0;
    reg temp_valid = 0;
    always @(posedge clk) begin
        counter <= counter + 1;
        if (counter > ((K - 1) * N + (K - 1)) && counter < (M * N) + (K - 1)) begin
            if ((counter - (K - 1)) % N > 1)
                temp_valid <= 1;
            else
                temp_valid <= 0;
        end else begin
            temp_valid <= 0;
        end
    end
    assign valid = temp_valid;
endmodule
`timescale 1ns / 1ps
module mac (
    input  [7:0]  in,     
    input  [7:0]  w,      
    input  [15:0] b,      
    output [15:0] out     
);
    assign out = (in * w) + b;
endmodule
`timescale 1ns / 1ps
module register (
    input clk,
    input reset,
    input [15:0] d,
    output reg [15:0] q
);
    always @(posedge clk or posedge reset) begin
        if (reset)
            q <= 0;  
        else
            q <= d;
    end
endmodule
`timescale 1ns / 1ps
module shift (
    input clk,
    input [15:0] in,
    output reg [15:0] out
);
    reg [15:0] buffer;
    always @(posedge clk) begin
        out <= buffer;
        buffer <= in;
    end
endmodule
```
**flow/run.sh**
```bash
#!/bin/bash
# OpenROAD 26Q1-2900-gdf79404cd8, Yosys 0.63+post, stock flow scripts
make -C /OpenROAD-flow-scripts/flow DESIGN_CONFIG=/design/flow/config.mk WORK_HOME=/design/flow/orfs finish
```
**flow/config.mk**
```make
export PLATFORM = sky130hd
export DESIGN_NAME = conv
export DESIGN_NICKNAME = conv
export VERILOG_FILES = /design/flow/design.v
export SDC_FILE = /design/flow/constraint.sdc
export NUM_CORES = 4
export LEC_CHECK = 1
export CORE_UTILIZATION = 50
```
**flow/constraint.sdc**
```tcl
current_design conv

set clk_period 8.4
set clk_io_pct 0.2

create_clock -name clk0 -period $clk_period [get_ports {clk}]

set non_clock_inputs [all_inputs -no_clocks]
set_input_delay [expr $clk_period * $clk_io_pct] -clock clk0 $non_clock_inputs
set_output_delay [expr $clk_period * $clk_io_pct] -clock clk0 [all_outputs]
```
==> qor.csv <==
stage;metric;value;unit
global_routing;grt_usage;30.9;%
detailed_routing;diodes;0;
logic_synthesis;yosys_warnings;13;
logic_synthesis;synth_top_area_share;24.2;%
power;ir_drop;0.186;mV
cts;cts.sinks;155;
final_timing;min_period;9440;ps
finish;logic_area;0.00677;sq mm
finish;fin_cells;1903;
critical_path;crit_start;counter[2]$_DFF_P_;
job;drv_cap;0;
power;p_leak;0.00706;uW
critical_path;worstRegToRegCells;43;
logic_synthesis;yosysChipArea;0.0105;sq mm
critical_path;worst_path_most_repeated_cell;buf_4;
place;dp_hpwl;24800;um
finish;synthToLayoutAreaGrowth;50.7;%
critical_path;cp.arrival;9720;ps
finish;drive_gt1_share;32.1;%
cts;cts_buffers;17;
final_timing;finalClockPeriodUsage;112;%
finish;final_cell_area;0.0158;sq mm
die;io_pins;203;
die;fp.dieW;147;um
critical_path;reg2reg_to;temp_valid$_SDFF_PN0_;
power;powerDensity;171;mW/mm^2
logic_synthesis;yosysTopAreaCell;dfrtp_1;
critical_path;r2r_start;counter[2]$_DFF_P_;
worst_hold_path;hold_start;s1.buffer[8]$_DFF_P_;
place;dpl.cell_count;1838;
detailed_routing;drc;0;
final_timing;tightest_slew;706;ps
finish;seq_area;0.00361;sq mm
cts;clock_tree.buffer_depth;2;
final_timing;setup_viol;1;
worst_hold_path;worstHoldPathCells;0;
cts;worstSkewPairLatency;410;ps
final_timing;whs;313;ps
status;status;finished with violations;
detailed_routing;drt_pass1_iterations;5;
place;place_area;0.0145;sq mm
logic_synthesis;ys_seq_share;34.5;%
die;die_h;147;um
logic_synthesis;syn_avg_cell_area;9.12;sq um
global_routing;grt_max_degree;58;
critical_path;r2r_setup_slack;-1040;ps
detailed_routing;drt_iter0_markers;598;
critical_path;crit_path_start_kind;register;
worst_hold_path;min_path_type;register to register;
place;gp_congestion;0.992;
critical_path;critPathMaxStageDelay;550;ps
cts;cts_htree_levels;4;
critical_path;timing_worst_setup_path_type;register to register;
die;core_area;0.0204;sq mm
detailed_routing;drt-vias-per-instance;5.46;
logic_synthesis;synth_cells;1147;
die;num_rows;52;
place;dpl_worst_slack;-1240;ps
final_timing;slew_headroom;53.0;%
cts;cts_hold_buffers;0;
die;initCoreUtil;51.4;%
logic_synthesis;top_cells_by_count;dfrtp_1 (101), nor2_1 (81), nand2_1 (77);
logic_synthesis;yosys_cells;1147;
global_routing;grt_overflow;0;
status;violations;negative setup slack;
worst_hold_path;hold_end;s1.out[8]$_DFF_P_;
logic_synthesis;ys_types;106;
cts;cts-root-buf;clkbuf_16;
final_timing;fmax;106;MHz
cts;path_clk_slew;70;ps
logic_synthesis;most_common_cell;dfrtp_1;
logic_synthesis;ys_seq_elements;155;
detailed_routing;ant_nets;0;
final_timing;clock_skew;12.5;ps
logic_synthesis;dominantRegCellSynth;dfrtp_1;
critical_path;endpoint_kind;register;
detailed_routing;vias;10400;
place;portBuffers;147;
critical_path;cp_slowest_cell;or4_4;
detailed_routing;wl_per_cell;16.8;um
logic_synthesis;synth_area;0.0105;sq mm
final_timing;setup_ws;-1040;ps
logic_synthesis;ys_async_sr_fraction;65.2;%
final_timing;finalHoldViolations;0;
critical_path;cp.required;8680;ps
cts;cts_tree;done;
finish;fillCellCount;1407;
logic_synthesis;edf_count;0;
job;log.warning_count;36;
final_timing;rsz0062_at_grt;yes;
global_routing;grt_pass1_vias;9850;
critical_path;crit_path_max_fanout;8;
detailed_routing;drt-total-wl;32000;um
global_routing;grt_first_pass_wirelength;51200;um
final_timing;drv_slew;0;
die;die_area;0.0215;sq mm
global_routing;antenna_found_initial;0;
logic_synthesis;synthTopCellsByArea;dfrtp_1 (24%), dfxtp_1 (10%), ha_1 (6.1%), buf_4 (5.4%), xnor2_1 (5.2%);
## cell usage in the layout (no fill, tap or decap), drive strengths merged, types with 18 or more instances in the layout
master,n
xor2,27
a21o,22
o21ai,41
nand2,77
dfxtp,54
nor2,82
conb,56
a211oi,20
nor4,20
nand3,40
dfrtp,101
nor3,41
ha,51
clkbuf,20
a21oi,69
clkdlybuf4s50,147
or4,18
inv,53
buf,359
xnor2,62
## registers in the layout, summed over array words and instances (netlist names), 11 cells and up
signal and cells:
r02.q 11, s1.out 11, r11.q 11, s0.out 11, r21.q 13, r22.q 14
s1.buffer 11, r10.q 11, r20.q 12, r12.q 11, s0.buffer 11
## critical path, delay by kind of cell (launching register included)
family	cells	cell delay [ps]
AOI/OAI and AO/OA	13	2700
and+or+nand+nor	15	3770
DFF	1	310
muxes	2	700
adders and majority gates	2	290
buffers and inverters	11	1500
## cell families after synthesis
kind of cell	Yosys count	synth area share [%]
AND/OR/NAND/NOR	370	19.1
AND-OR/OR-AND	305	21.8
flip-flops	155	34.5
buffers and inverters	155	8.50
XOR/XNOR	89	7.45
adder cells (fa/ha/maj)	56	7.06
multiplexers	15	1.48
other	2	0.0718
## cell type report
class,instances,area share [%]
Tap cell,270,2.14
Multi-Input combinational cell,891,43.0
Clock inverter,12,0.953
Timing Repair Buffer,506,26.9
Inverter,49,1.19
Clock buffer,20,2.96
Sequential cell,155,22.9
## stage by stage
step / power [uW] / util [%] / setup TNS (ps)
global placement: 1900 / 71.2 / -1160
global route: 2850 / 77.4 / -1460
floorplan: 1430 / - / -851
finish: 2690 / 77.4 / -1040
detailed placement: 1920 / 71.2 / -1240
CTS: 2720 / 76.1 / -958
## power by group
part	internal [uW]	switching (uW)
sequential	986	125
combinational	545	262
clock	470	305
## what timing repair did
item                       CTS  global route
resized                     33            34
pin swaps                   39            28
setup endpoints to repair    1             1
hold endpoints to repair     0             0
setup buffers               23            10
## metal layers
layer / global-route usage [%] / part of all wire, % / vias to the layer above
li1: - / - / 5062
met1: 51.0 / 48 / 4857
met2: 44.6 / 43 / 417
met3: 5.61 / 7.2 / 54
met4: 4.01 / 1.6 / 0
met5: 0 / 0 / -
## how the worst max path moves through the flow
| stage | cells past startpoint | slack [ps] | endpoint |
|---|---|---|---|
| finish | 43 | -1040 | temp_valid$_SDFF_PN0_ |
| CTS | 46 | -960 | temp_valid$_SDFF_PN0_ |
| global route | 48 | -1460 | temp_valid$_SDFF_PN0_ |
No activity file was given, so power comes from the tool's default toggle rates.
