--- config.mk ---
export PLATFORM = sky130hd
export DESIGN_NAME = fc
export DESIGN_NICKNAME = fc
export VERILOG_FILES = /design/flow/design.v
export SDC_FILE = /design/flow/constraint.sdc
export NUM_CORES = 4
export LEC_CHECK = 1
export CORE_UTILIZATION = 30
--- constraint.sdc ---
current_design fc

set clk_period 15.4
set clk_io_pct 0.2

create_clock -name clk0 -period $clk_period

set non_clock_inputs [all_inputs -no_clocks]
set_input_delay [expr $clk_period * $clk_io_pct] -clock clk0 $non_clock_inputs
set_output_delay [expr $clk_period * $clk_io_pct] -clock clk0 [all_outputs]
--- design.v ---
module fc (
    input [15:0] in0, in1, in2, in3,
    input [15:0] w0, w1, w2, w3,
    input [15:0] bias,
    output [15:0] out
);
    assign out = in0 * w0 + in1 * w1 + in2 * w2 + in3 * w3 + bias;
endmodule
--- run.sh ---
#!/bin/bash
# OpenROAD 26Q1-2900-gdf79404cd8, Yosys 0.63+post, stock flow scripts
make -C /OpenROAD-flow-scripts/flow DESIGN_CONFIG=/design/flow/config.mk WORK_HOME=/design/flow/orfs finish
==> impl_metrics.json <==
{
  "min_to": "out[0]",
  "logic_area_mm2": 0.0148,
  "maxCapViolCount": 0,
  "area_leaders": "fa_1, ha_1, and2_1, inv_1, xnor2_1",
  "final-max-slew-violation-count": 0,
  "fmax_ghz": 0.0682,
  "ant_nets": 0,
  "grt_max_degree": 17,
  "ys_area_mm2": 0.0168,
  "hold_viol_final": 0,
  "flop_area_um2": 0,
  "fin_util_pct": 34.9,
  "cp.arrival_ps": 11580,
  "chipArea_mm2": 0.0568,
  "viasPerCell": 4.33,
  "status": "completed",
  "grt_util_all_layers_pct": 18.6,
  "grt_pass1_wl_um": 76000,
  "first_iter_violations": 418,
  "synth_area_leader_cell": "fa_1",
  "n_fill_cell": 5642,
  "layout_top_cells": "inv_1, fa_1, and2_1, nand2_1, ha_1",
  "nClkBuffers": 0,
  "drt_wl_total_um": 47400,
  "synth_cell_types": 30,
  "syn_area_mm2": 0.0168,
  "overflow": 0,
  "ys_cells": 1842,
  "wire_per_inst_um": 17.4,
  "place_area_mm2": 0.0192,
  "firstDrtPassIters": 6,
  "period_used_pct": 95.2,
  "hp-class": "in -> out",
  "tns_ps": 0,
  "place_congestion": 0.931,
  "synth_area_per_cell_um2": 9.09,
  "grt_pass1_vias": 13225,
  "yosysSeqAreaShare_pct": 0,
  "num_antenna_cells": 0,
  "drc": 0,
  "cts_resized": 0,
  "end_kind": "output port",
  "worstPathRequired_ps": 12320,
  "vias": 11786,
  "synth_cells": 1842,
  "top_area_share_pct": 48.4,
  "warning_count": 32,
  "finalSetupViolCount": 0,
  "crit_start": "in3[5]",
  "layout.cells.non_filler": 2720,
  "path_class": "in -> out",
  "areaGrowthSynthToFinish_pct": 14.9,
  "die_w_um": 238,
  "post_cts_buffers": 0,
  "hp-start": "bias[0]",
  "antenna_found_initial": 0,
  "worst-path-max-fanout": 11,
  "rows": 86,
  "io_buffers": 160,
  "holdBufCountCts": 0,
  "design.seq.count": 0,
  "tightest_slew_ps": 744,
  "slew_headroom_pct": 50.2,
  "dpl.cell_count": 2720,
  "hpwlAfterDp_um": 42900,
  "die-height_um": 238,
  "drive_gt1_share_pct": 1.72,
  "yosysWarnings": 0,
  "crit_path_start_kind": "input port",
  "layout.cells.most_common": "inv_1",
  "coreArea_mm2": 0.0551,
  "fp_util_pct": 30.4,
  "final_cell_area_mm2": 0.0192,
  "hold_depth": 4,
  "io_pins": 160,
  "rsz0062_at_grt": "no",
  "post-route-min-period_ps": 14660
}
-- cell usage after synthesis --
cell type    n
a21boi_0     2
a21boi_1     1
a21o_1       3
a21oi_1      6
a221o_1      1
a31oi_1      2
and2_1     321
and2_2       5
and3_1       2
buf_2        2
buf_4        1
clkbuf_1    48
fa_1       405
ha_1       185
inv_1      473
nand2_1    222
nand2_2      4
nand2b_1     1
nand3_1      1
nor2_1       8
nor2b_1      2
nor3_1       1
o2111ai_1    2
o21a_1       1
o21ai_0      1
o21ai_1      5
or3_1        1
xnor2_1    109
xnor2_2      4
xor2_1      23
-- metrics by stage --
step / hold WS, ps / setup slack [ps]
final: 7340 / 739
after detailed placement: 7350 / 685
after CTS: 7360 / 670
after floorplan: 6350 / 2640
after global placement: 7360 / 656
after global routing: 7400 / 108
-- worst max path at each step --
| stage | to | slack, ps | cells past startpoint |
|---|---|---|---|
| global route | out[15] | 110 | 26 |
| finish | out[15] | 740 | 26 |
| CTS | out[15] | 670 | 26 |
-- cells by family after synthesis --
| group | Yosys count | share of synthesized area (%) |
|---|---|---|
| adders and majority gates | 590 | 62.2 |
| buffers and inverters | 524 | 11.8 |
| AOI/OAI and AO/OA | 24 | 0.911 |
| xor gates and xnor gates | 136 | 7.29 |
| and+or+nand+nor | 568 | 17.8 |
-- cell type report --
class	count	area share (%)
timing repair buffer	181	9.14
tap	748	4.86
multi-input combinational	1318	76.8
inverter	473	9.22
-- critical path, cell delays in order --
cell             delay [ps]
clkdlybuf4s50_1         720
and2_1                  340
fa_1                    530
inv_1                    50
fa_1                    510
inv_1                    50
fa_1                    480
inv_1                    50
fa_1                    460
fa_1                    460
fa_1                    540
inv_1                    50
fa_1                    540
fa_1                    430
fa_1                    530
fa_1                    420
ha_1                    340
nand2_1                  80
nand2_1                  50
a21oi_1                 190
a21boi_0                110
a31oi_1                 280
o21ai_1                 210
xnor2_1                 180
xnor2_1                 350
clkdlybuf4s50_1         550
-- metal layers --
metal | part of all wire (%) | vias to the layer above | track usage [%]
met5 | 0 | - | 0
met4 | 2.7 | 0 | 3.87
met3 | 7.6 | 39 | 5.49
met2 | 48 | 355 | 29.8
met1 | 42 | 5891 | 25.9
li1 | - | 5501 | -
